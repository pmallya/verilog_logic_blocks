==> flow/design.v <==
module async_fifo#(parameter DATA_LENGTH=8, FIFO_DEPTH=8)
	( output logic [FIFO_DEPTH-1:0] dataOut,
	  output logic full,
	  output logic empty,
	  input logic [FIFO_DEPTH-1:0] dataIn,
	  input logic push,
	  input logic pop,
	  input clock_W,
	  input clock_R,
	  input logic reset);
	logic [$clog2(FIFO_DEPTH)-1:0] write_Ptr, read_Ptr;
	logic write_enable,read_enable;
	assign write_enable = ~reset? 0: (push && !full);
	assign read_enable = ~reset? 0: (pop && !empty);
	fifo_mem #(DATA_LENGTH, FIFO_DEPTH)	memory(.dataOut(dataOut),	
	.dataIn(dataIn),
	.read_address(read_Ptr),
	.read_enable(read_enable),
	.write_address(write_Ptr),
	.write_enable(write_enable),
	.write_clk(clock_W),
	.read_clk(clock_R),
	.reset(reset));
	fifo_grey_pointer #(FIFO_DEPTH) write_pointer
	(.grey_pointer(write_Ptr),
	.enable(write_enable),
	.clk(clock_W),
	.reset(reset));
	fifo_grey_pointer #(FIFO_DEPTH) read_pointer
	(.grey_pointer(read_Ptr),
	.enable(read_enable),
	.clk(clock_R),
	.reset(reset));
	fifo_compare #(FIFO_DEPTH) compare
	(.full(full),
	.empty(empty),
	.write_Ptr(write_Ptr),
	.read_Ptr(read_Ptr),
	.reset(reset));
	endmodule
module fifo_compare #(parameter FIFO_DEPTH = 8)
	(output full,
	output empty,
	input [$clog2(FIFO_DEPTH)-1:0] write_Ptr, 
	input [$clog2(FIFO_DEPTH)-1:0] read_Ptr,
	input reset);
	assign empty = ~reset? 0: (read_Ptr == write_Ptr);
	assign full = ~reset? 0: (read_Ptr[$clog2(FIFO_DEPTH)-1] != write_Ptr[$clog2(FIFO_DEPTH)-1]) && (read_Ptr[$clog2(FIFO_DEPTH)-2:0] == write_Ptr[$clog2(FIFO_DEPTH)-2:0]);
	endmodule
module fifo_grey_pointer #(parameter FIFO_DEPTH=8)
	(output logic [$clog2(FIFO_DEPTH)-1:0] grey_pointer,
	input enable,
	input clk,
	input reset); 
	logic [$clog2(FIFO_DEPTH)-1:0] binary_count;
	always@(posedge clk) begin: generatePointer
		if(~reset) begin
			grey_pointer <= 1;
			binary_count <= 0;
		end
	else begin 
		if(enable) begin
			binary_count <= binary_count + 'd1;
			grey_pointer <= {binary_count[$clog2(FIFO_DEPTH)-1] , binary_count[$clog2(FIFO_DEPTH)-2:0] ^ binary_count[$clog2(FIFO_DEPTH)-1:1]};
			end
		else 
			grey_pointer <= grey_pointer;
		end	  
	end
	endmodule
module fifo_mem #(parameter DATA_LENGTH=8, FIFO_DEPTH=8)
	(output logic [DATA_LENGTH-1:0] dataOut,
	input logic [DATA_LENGTH-1:0] dataIn,
	input [$clog2(DATA_LENGTH)-1:0] read_address,
	input read_enable,
	input [$clog2(DATA_LENGTH)-1:0] write_address,
	input write_enable,
	input write_clk,
	input read_clk,
	input reset);
	integer i;
	logic[DATA_LENGTH-1:0] memory[FIFO_DEPTH-1:0];
	always@(posedge write_clk) begin: memory_write_Operation
		if(~reset) 
			for(i=0; i < FIFO_DEPTH; i=i+1) 
				memory[i] <= 'd0;
			else begin 
				memory[write_address] <= write_enable? dataIn: memory[write_address];
				end
		end
	always@(posedge read_clk) begin: memory_read_Operation
		if(~reset)
			dataOut <= '0;
		else				
			dataOut <= read_enable? memory[read_address]: dataOut;
		end
	endmodule
==> flow/run.sh <==
#!/bin/bash
# OpenROAD 26Q1-2900-gdf79404cd8, Yosys 0.63+post, stock flow scripts
make -C /OpenROAD-flow-scripts/flow DESIGN_CONFIG=/design/flow/config.mk WORK_HOME=/design/flow/orfs finish
==> flow/config.mk <==
export PLATFORM = sky130hd
export DESIGN_NAME = async_fifo
export DESIGN_NICKNAME = async_fifo
export VERILOG_FILES = /design/flow/design.v
export SDC_FILE = /design/flow/constraint.sdc
export NUM_CORES = 4
export LEC_CHECK = 1
export CORE_UTILIZATION = 50
==> flow/constraint.sdc <==
current_design async_fifo

set clk_period 4.3
set clk_io_pct 0.2

create_clock -name clk0 -period $clk_period [get_ports {clock_R}]
create_clock -name clk1 -period $clk_period [get_ports {clock_W}]

set non_clock_inputs [all_inputs -no_clocks]
set_input_delay [expr $clk_period * $clk_io_pct] -clock clk0 $non_clock_inputs
set_output_delay [expr $clk_period * $clk_io_pct] -clock clk0 [all_outputs]
==> impl_metrics.sql <==
-- physical implementation figures
INSERT INTO impl_metrics (metric_group, metric, value, unit) VALUES
('status', 'outcome', 'finished, final reports clean', ''),
('setup_path', 'cp.required', '3.44', 'ns'),
('power', 'pint', '1.479', 'mW'),
('final_layout', 'area_growth', '16.03', '%'),
('logic_synthesis', 'synth_top_cell_by_area', 'edfxtp_1', ''),
('grt', 'globalRoute.totalOverflow', '0', ''),
('clock_network', 'cts_repair_resize_count', '0', ''),
('grt', 'grt_antenna_before_repair', '0', ''),
('timing', 'hold_viol', '0', ''),
('clock_network', 'cts.clk_slew.worst_paths', '0.05', 'ns'),
('power', 'power_switching_share', '0.2393', ''),
('power', 'clock_power_share', '0.347', ''),
('timing', 'setup_viol', '0', ''),
('setup_path', 'timing.setup.critical_path_class', 'input pin to output pin', ''),
('clock_network', 'cts_hold_buffers', '0', ''),
('routing', 'wl_per_cell', '18.54', 'µm'),
('timing', 'grt_setup_unrepaired', 'no', ''),
('final_layout', 'instances_no_fill', '420', ''),
('timing', 'slew_headroom', '0.5231', ''),
('die', 'chip_area', '7873', 'µm²'),
('setup_path', 'endpoint_kind', 'output pin', ''),
('logic_synthesis', 'synth-cells-yosys', '281', ''),
('die', 'ios', '23', ''),
('logic_synthesis', 'ys_seq_share', '0.6174', ''),
('logic_synthesis', 'postSynthCellCount', '281', ''),
('logic_synthesis', 'synth.avg_cell_area', '13.38', 'µm²'),
('logic_synthesis', 'dominantRegCellSynth', 'edfxtp_1', ''),
('clock_network', 'post_cts_buffers', '0', ''),
('timing', 'timing_worst_slew_pin_value', '0.7143', 'ns'),
('final_layout', 'drive_above_1_share', '0.1464', ''),
('die', 'chipWidth', '88.73', 'µm'),
('logic_synthesis', 'distinct_cell_type_count_after_synthesis', '34', ''),
('clock_network', 'tritoncts', 'built', ''),
('logic_synthesis', 'synth.cells.most_frequent', 'nor2_1 (69), edfxtp_1 (64), dfxtp_1 (20)', ''),
('power', 'vdd.ir_drop.worst', '0.2193', 'mV'),
('routing', 'vias', '2279', ''),
('placed_design', 'detailedPlacementHpwl', '5234', 'µm'),
('clock_network', 'cts_num_sinks', '84', ''),
('routing', 'detail_route.wirelength.met1', '3306', 'µm'),
('logic_synthesis', 'mappedNetlistArea', '3761', 'µm²'),
('final_layout', 'filler_cell_count', '596', ''),
('power', 'pwr-share-seq', '0.492', ''),
('power', 'p_leak', '1.619', 'nW'),
('grt', 'grt_first_pass_wirelength', '12020', 'µm'),
('routing', 'postRouteWirelength', '7786', 'µm'),
('routing', '1st_pass_router_iterations', '4', ''),
('setup_path', 'reg2reg_depth', '4', ''),
('die', 'coreArea', '7253', 'µm²'),
('logic_synthesis', 'synth.yosys.warnings', '2', ''),
('final_layout', 'logic_area', '1336', 'µm²'),
('worst_hold_path', 'hold_class', 'flip-flop to flip-flop', ''),
('grt', 'vias_in_the_first_global_route', '2263', ''),
('routing', 'post_drt_via_cell_ratio', '5.426', ''),
('placed_design', 'cell_area_reported_after_detailed_placement', '4109', 'µm²'),
('routing', 'met2_wirelength', '3678', 'µm'),
('setup_path', 'cp-start-kind', 'input pin', ''),
('worst_hold_path', 'whs_path_depth', '1', ''),
('final_layout', 'layout.cell_area.non_filler', '4364', 'µm²'),
('routing', 'dr.max_layer_used', 'met4', ''),
('timing', 'final_max_slew_viol_count', '0', ''),
('routing', 'remaining_drc_errors', '0', ''),
('timing', 'setup_tns', '0', 'ns'),
('die', 'initCoreUtil', '0.5185', ''),
('logic_synthesis', 'synth-seq-cells', '84', ''),
('power', 'power.share.combinational', '0.161', ''),
('logic_synthesis', 'yosys-stat-area', '3761', 'µm²'),
('die', 'fp-row-count', '31', ''),
('logic_synthesis', 'topCellsByArea', 'edfxtp_1 (51%), dfxtp_1 (11%), mux4_1 (7.7%), nor2_1 (6.9%), mux4_2 (3.0%)', ''),
('power', 'fin_total_pwr', '1.944', 'mW'),
('routing', 'met3WireLength', '673', 'µm'),
('placed_design', 'placed_cells', '401', '');
==> kinds of logic (layout without fill, tap and decap cells) <==
family,after synthesis,count (layout),synth area share
compound gates,26,26,0.05223
fa+ha+maj,2,2,0.006652
xor+xnor,8,8,0.02262
buf+inv,18,58,0.02728
simple gates,116,116,0.1347
flops,84,84,0.6174
mux,27,27,0.1391
==> state kept, by name (all words and copies together) (netlist names) <==
register and flops:
read_pointer.grey_pointer 3, memory.dataOut 8, memory.memory 64, write_pointer.binary_count 3
read_pointer.binary_count 3, write_pointer.grey_pointer 3
==> placed cells by master (no fill, tap or decap), drive strengths merged <==
| cell | n |
|---|---|
| nand3b | 1 |
| mux2i | 2 |
| ha | 2 |
| a22o | 11 |
| and2 | 1 |
| clkinv | 4 |
| nand2b | 11 |
| nand4b | 1 |
| nand3 | 9 |
| and3 | 1 |
| nor2b | 2 |
| nand2 | 15 |
| a211oi | 1 |
| nand4 | 5 |
| xor2 | 2 |
| xnor2 | 6 |
| bufinv | 2 |
| o21ai | 9 |
| clkbuf | 13 |
| dfxtp | 20 |
| edfxtp | 64 |
| mux2 | 9 |
| a22oi | 1 |
| buf | 13 |
| a41oi | 2 |
| o31ai | 2 |
| nor2 | 69 |
| nor3 | 1 |
| clkdlybuf4s50 | 21 |
| inv | 5 |
| mux4 | 16 |
==> through the flow <==
| stage | setup WS [ns] | hold slack [ns] | util |
|---|---|---|---|
| floorplan | 1.854 | 0.4195 | - |
| global placement | 1.224 | 0.4601 | 0.5665 |
| detailed placement | 1.217 | 0.4639 | 0.5665 |
| CTS | 1.213 | 0.4762 | 0.6017 |
| global route | 1.144 | 0.4888 | 0.6017 |
| finish | 1.206 | 0.4714 | 0.6017 |
==> worst max-delay path: stages <==
cell and delay [ns]:
clkdlybuf4s50_1 0.63, nand4_1 0.19, inv_1 0.09, clkdlybuf4s50_1 0.46
==> power by group through the flow <==
stage | combinational, mW | sequential (mW) | clock, mW
final | 0.312 | 0.957 | 0.674
after global routing | 0.344 | 0.964 | 0.719
after CTS | 0.318 | 0.958 | 0.685
==> layout make-up <==
cell class / instances / area share
flip-flops and latches: 84 / 0.5321
multi-input cells: 179 / 0.3062
inverters: 5 / 0.004300
repair buffers: 34 / 0.07053
well taps: 99 / 0.02838
clock inverters: 6 / 0.01978
clock buffers: 13 / 0.03870
==> metal layers <==
layer  vias up  track usage
met2        82       0.3517
met1      1072       0.3631
met5         -            0
met3        14      0.08325
met4         0      0.04399
li1       1111            -
==> worst paths after layout <==
| kind | start | end | slack, ns |
|---|---|---|---|
| setup / recovery | reset | empty | 1.21 |
| min in group clk1 | write_pointer.binary_count[1] | write_pointer.binary_count[1] | 0.50 |
| hold reg to reg | memory.dataOut[6] | memory.dataOut[6] | 0.47 |
| setup reg to reg | read_pointer.grey_pointer[2] | read_pointer.binary_count[0] | 2.25 |
| max in group clk1 | reset | memory.memory[2][5] | 1.70 |
| hold / removal | memory.dataOut[6] | memory.dataOut[6] | 0.47 |
Power figures rest on the tool's default switching activity, not on a simulated workload.
